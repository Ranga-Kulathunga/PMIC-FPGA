==> flow/design.v <==
`timescale 1ns / 1ps
module main(
    input clk,
    input reset,
    input on_sw,
    input lb_sw,
    input lp_sw,
    output [3:0] led,
    output [3:0] SSG_EN
    );
    wire [4:0] sel;
    wire [4:0] T;
    wire ld;
    pmic pmic_inst(
        .clk    (clk),
        .reset  (reset),
        .on_sw  (on_sw),
        .lb_sw  (lb_sw),
        .lp_sw  (lp_sw),
        .T      (T),
        .sel    (sel),
        .ld     (ld),
        .mode   (led[2:0]),
        .ready  (led[3])
    );
    timer timer_inst(
        .clk    (clk),
        .reset  (reset),
        .ld     (ld),
        .sel    (sel),
        .T      (T)
    );
    assign SSG_EN  =   4'b1111;    
endmodule
`timescale 1ns / 1ps
module pmic(
    input clk,
    input reset,
    input on_sw,
    input lb_sw,
    input lp_sw,
    input [4:0] T,
    output reg [4:0] sel,
    output reg ld,
    output reg [2:0] mode,
    output reg ready
    );
    reg [3:0] c_state;
    reg [3:0] n_state;
    reg [4:0] start;
    parameter IDLE = 4'b0000;
    parameter ON_3_3 = 4'b0001;
    parameter ON_2_5 = 4'b0010;
    parameter ON_1_2 = 4'b0011;
    parameter ACTIVE = 4'b0100;
    parameter OFF_3_3 = 4'b0101;
    parameter OFF_2_5 = 4'b0110;
    parameter OFF_1_2 = 4'b0111;
    parameter LB_STATE = 4'b1000;
    parameter LP_STATE = 4'b1001;
    parameter start_T1   = 5'b00001;
    parameter start_T2   = 5'b00010;
    parameter start_T3   = 5'b00100;
    parameter start_T4   = 5'b01000;
    parameter start_T5   = 5'b10000;
    parameter start_NULL = 5'b00000;
    always@(*)begin
    case(c_state)
        IDLE: begin
            if(on_sw)
                n_state = ON_3_3;
            else
                n_state = IDLE;
            start = start_NULL;
        end
        ON_3_3: begin
            n_state = ON_2_5;
            start = start_T1;
        end
        ON_2_5: begin
            if(T[0])begin
                if(mode[0])begin
                    n_state = ACTIVE;
                    start = start_NULL;
                end
                else begin
                    n_state = ON_1_2;
                    start = start_T2;
                end
            end
            else begin
                n_state = ON_2_5;
                start = start_NULL;
            end
        end
        ON_1_2: begin
            if(T[1])begin
                if(mode[2:1] == 2'b00)
                    n_state = LP_STATE;
                else
                    n_state = ACTIVE;
            end
            else
                n_state = ON_1_2;
            start = start_NULL;
        end
        ACTIVE: begin
            if(!on_sw || lb_sw) begin
                n_state = OFF_1_2;
                start = start_T3;
            end
            else if(lp_sw) begin
                n_state = OFF_2_5;
                start = start_T4;  
            end
            else begin
                n_state = ACTIVE;
                start = start_NULL;
            end
        end
        OFF_3_3: begin
            if(T[4])begin
                if(!on_sw)
                    n_state = IDLE;
                else if(lb_sw)
                    n_state = LB_STATE;
                else if(lp_sw)
                    n_state = LP_STATE;
                else
                    n_state = ON_3_3;
            end
            else
                n_state = OFF_3_3;
            start = start_NULL;
        end
        OFF_2_5: begin
            if(T[3])begin
                n_state = OFF_3_3;
                start = start_T5;
            end
            else begin
                n_state = OFF_2_5;
                start  = start_NULL;
            end
        end
        OFF_1_2: begin
            if(T[2])begin
                if(mode[2:1] != 2'b00)begin
                    n_state = OFF_2_5;
                    start = start_T4;
                end
                else begin
                    if(on_sw)
                        n_state = LB_STATE;
                    else
                        n_state = IDLE;
                    start = start_NULL;
                end
            end
            else begin
                n_state = OFF_1_2;
                start  = start_NULL;
            end
        end
        LB_STATE: begin
            if(!on_sw) begin
                n_state = IDLE;
                start = start_NULL;
            end
            else if(lb_sw) begin
                n_state = LB_STATE;
                start = start_NULL;
            end
            else if(lp_sw) begin
                n_state = ON_1_2;
                start = start_T2;
            end
            else begin
                n_state = ON_3_3;
                start = start_NULL;
            end
        end
        LP_STATE: begin
            if(!on_sw || lb_sw) begin
                n_state = OFF_1_2;
                start = start_T3;
            end
            else if(!lp_sw) begin
                n_state = ON_3_3;
                start = start_NULL;
            end
            else begin
                n_state = LP_STATE;
                start = start_NULL;
            end
        end
        default: begin
            n_state = IDLE;
            start = start_NULL;
        end
    endcase
    end
    always@(posedge clk or posedge reset)begin
    if(reset)
        c_state <= IDLE;
    else 
        c_state <= n_state;
    end
    always@(posedge clk or posedge reset)begin
    if(reset)begin
        sel <= start_NULL;
        ld <= 0;
    end
    else begin
        sel <= start;
        if(start == start_T1 || start == start_T2 || start == start_T3 || start == start_T4 || start == start_T5)
            ld <= 1;
        else
            ld <= 0;
    end
    end
    always@(posedge clk or posedge reset)begin
    if(reset) begin
        mode <= 3'b000;
        ready <= 1'b0;
    end
    else begin
        if(c_state == ON_3_3)
            mode <= mode | 3'b100;
        else if(c_state == ON_2_5 && T[0])
            mode <= mode | 3'b010;
        else if(c_state == ON_1_2 && T[1])
            mode <= mode | 3'b001;
        else if(c_state == OFF_3_3 && T[4])
            mode <= mode & 3'b011;
        else if(c_state == OFF_2_5 && T[3])
            mode <= mode & 3'b101;
        else if(c_state == OFF_1_2 && T[2])
            mode <= mode & 3'b110;
        if(c_state == ACTIVE)
            ready <= 1'b1;
        else
            ready <= 1'b0;
    end
    end
endmodule
`timescale 1ns / 1ps
module timer(
    input clk,
    input reset,
    input ld, 
    input [4:0] sel,
    output reg [4:0] T
    );
    reg [31:0] limit;
    reg [31:0] counter;
    reg [4:0] en;
    parameter T1 = 5;  
    parameter T2 = 6;  
    parameter T3 = 5;  
    parameter T4 = 3;  
    parameter T5 = 3;  
    always@(*)begin
    case(sel)
        5'b00000: limit = T1;
        5'b00001: limit = T1;
        5'b00010: limit = T2;
        5'b00100: limit = T3;
        5'b01000: limit = T4;
        5'b10000: limit = T5;
        default:  limit = T1;
    endcase
    end
    always@(posedge clk, posedge reset)begin
    if(reset)begin
        counter <= 0;
        en <= 5'b00000;
        T <= 5'b00000;
    end
    else begin
        if(ld && !(|en))begin
            counter <= limit;
            en <= sel;
            T <= 5'b00000;
        end
        else if(counter == 0)begin
            counter <=0;
            en <= 5'b00000;
            T <= en;
        end
        else if(|en)
            counter <= counter - 1;
        else
            T <= 5'b00000;
    end
    end
endmodule
==> flow/run.sh <==
#!/bin/bash
# OpenROAD 26Q1-2900-gdf79404cd8, Yosys 0.63+post, stock flow scripts
make -C /OpenROAD-flow-scripts/flow DESIGN_CONFIG=/design/flow/config.mk WORK_HOME=/design/flow/orfs finish
==> flow/config.mk <==
export PLATFORM = sky130hd
export DESIGN_NAME = main
export DESIGN_NICKNAME = main
export VERILOG_FILES = /design/flow/design.v
export SDC_FILE = /design/flow/constraint.sdc
export NUM_CORES = 4
export LEC_CHECK = 1
export CORE_UTILIZATION = 50
==> flow/constraint.sdc <==
current_design main

set clk_period 7.3
set clk_io_pct 0.2

create_clock -name clk0 -period $clk_period [get_ports {clk}]

set non_clock_inputs [all_inputs -no_clocks]
set_input_delay [expr $clk_period * $clk_io_pct] -clock clk0 $non_clock_inputs
set_output_delay [expr $clk_period * $clk_io_pct] -clock clk0 [all_outputs]
==> results.toml <==
# synthesis and place-and-route metrics
[setup_path]
cp-end-kind = "register"
critPathKind = "in -> reg"
r2r_start = "timer_inst.en[0]"
crit_required_ns = 7.50
reg2reg_slack_ns = 4.58
path_max_fanout = 5
worstPathArrival_ns = 3.19
rr_worst_depth = 5
reg2reg_to = "timer_inst.counter[24]"
critPathLaunchType = "input pin"

[power_and_ir_drop]
peakVddDrop_v = 0.000221
power_density_mw_per_mm2 = 377
fin_total_pwr_uw = 1310
p_leak_uw = 0.00152

[clocking]
clkSinkCount = 62
post_cts.repair.setup_buffers = 0
insertion_delay_ns = 0.34
cts_resized = 0
clockBufferDepth = 2
clockRootBuffer = "clkbuf_8"
cts_tree = "done"
htreeDepth = 3
hold_buffers = 0
numCtsBuffers = 9
clk_pin_slew_ns = 0.06

[synth]
area_leaders = "dfrtp_1, nand2_1, nor2_1, a21oi_1, nor3_1"
synthArstFlopShare_pct = 100
ys_sh_aoi_pct = 18.1
ys_cells = 332
adder_share_pct = 0.702
ys_types = 63
syn_area_per_cell_sq_um = 9.66
ys.flop_type = "dfrtp_1"
netlist_logic_family_top = "simple AND/OR/NAND/NOR gates"
synth_top_cell_by_area = "dfrtp_1"
ys_chip_area_sq_mm = 0.00321
synth_seq_share_pct = 48.4
yosys_warnings = 2
yosys.area_share.simple_pct = 24.3
synth-seq-cells = 62
edf_count = 0
synth_top_area_share_pct = 47.6
mux_share_pct = 0.351
syn-cell-area_sq_mm = 0.00321
ys_sh_xor_pct = 2.46
synthCells = 332

[hold_path]
hold_class = "reg -> reg"
min_to = "pmic_inst.ready"
hold_depth = 0
hold_start = "pmic_inst.c_state[2]"

[drt]
drc = 0
n_antenna_cell = 0
viasPerCell = 6.06
num_vias = 2532
first_iter_violations = 104
firstDrtPassIters = 5
ant_nets = 0
wire_per_inst_microns = 16.8
wirelength_microns = 7040

[cells_and_area]
fill_cells = 534
areaGrowthSynthToFinish_pct = 8.27
regArea_sq_mm = 0.00155
drive_gt1_share_pct = 11.1
logic_area_sq_mm = 0.00149

[sta]
relSlewSlack_pct = 43.5
finClkSkew_ns = 0.0109
layout_min_cycle_time_ns = 2.99
setup_tns_ns = 0
period_used_pct = 40.9
max_slew.worst_pin.slew_ns = 0.847
rsz0062_at_grt = "false"
hold_viol_final = 0
clock.fmax_mhz = 335
drv_slew = 0
setup_viol = 0

[job]
drv_cap = 0
warning_count = 25

[floorplan]
die-area_sq_mm = 0.00674
rows = 28
fp_util_pct = 52.9
io_pins = 13
die_h_microns = 82.1
coreArea_sq_mm = 0.00606
dieWidth_microns = 82.1

[global_routing]
grt_pass1_wl_microns = 11800
grt_pass1_vias = 2324
antenna_found_initial = 0
grt_overflow = 0
grtUsageTotal_pct = 24.4
grt_max_degree = 37

[placed_design]
port_buffers = 8
post-dp-hpwl_microns = 4600
gp_congestion = 0.835

[outcome]
outcome = "finished, final reports clean"
## per-layer routing
layer / track usage, % / share of wire [%]
met1: 40.8 / 48
met2: 35.7 / 45
met4: 2.46 / 1.1
met5: 0 / 0
met3: 4.79 / 5.8
## per-stage QoR
step	setup slack, ns	cell area (sq um)	cells	hold WS (ns)	utilization [%]
2_1_floorplan	4.30	3220	335	0.388	-
5_1_grt	4.23	3470	418	0.494	57.3
6_report	4.31	3470	418	0.446	57.3
3_5_place_dp	3.97	3310	402	0.425	54.6
3_3_place_gp	4.03	3310	402	0.432	54.6
4_1_cts	4.33	3470	418	0.451	57.3
## Yosys cell counts (all sizes together), types with 3 or more instances
library cell,count
dfrtp,61
nand2,30
nor2,25
nor3,23
inv,18
o21ai,18
a21oi,17
nor4,13
buf,12
nand3,11
a311oi,8
nand4,8
a21o,7
o31ai,7
clkbuf,6
a22o,5
or4,5
xor2,5
a31oi,4
xnor2,4
and2,3
o22ai,3
or2,3
or3,3
## layout by cell type, fill, tap and decap left out, types with 5 or more instances in the layout
cell type | Yosys | routed
nand4_1 | 8 | 8
o31ai_1 | 7 | 7
dfrtp_1 | 61 | 61
clkbuf_8 | 0 | 10
nor2_1 | 24 | 24
nor4_1 | 11 | 11
nand3_1 | 9 | 9
o21ai_0 | 15 | 15
nor3_1 | 16 | 16
nand2_1 | 28 | 28
inv_1 | 18 | 17
xor2_1 | 5 | 5
clkdlybuf4s50_1 | 0 | 8
a21o_1 | 7 | 7
a311oi_1 | 8 | 8
a21oi_1 | 17 | 17
a22o_1 | 5 | 5
## cell families (layout without fill, tap and decap cells)
| group | Yosys count | count (layout) |
|---|---|---|
| AND/OR/NAND/NOR | 135 | 135 |
| flip-flops | 62 | 62 |
| other | 1 | 4 |
| adder cells (fa/ha/maj) | 2 | 2 |
| AND-OR/OR-AND | 85 | 85 |
| multiplexers | 1 | 1 |
| XOR/XNOR | 9 | 9 |
| buffers and inverters | 37 | 45 |
## registers in the layout, summed over array words and instances (netlist names)
signal / flops
pmic_inst.ready: 1
timer_inst.en: 5
pmic_inst.mode: 3
pmic_inst.c_state: 10
pmic_inst.ld: 1
timer_inst.counter: 32
timer_inst.T: 5
pmic_inst.sel: 5
## critical path, stage by stage
cell,delay [ns]
clkdlybuf4s50_1,0.54
and3b_1,0.23
a22o_1,0.31
xnor2_1,0.14
a2111oi_0,0.41
nor2_1,0.10
## power by group
group / switching, uW / internal [uW]
clock: 125 / 132
combinational: 335 / 194
sequential: 95.7 / 428
## layout make-up
| cell class | instances | area share (%) |
|---|---|---|
| Clock inverter | 2 | 0.288 |
| Sequential cell | 62 | 44.7 |
| Clock buffer | 14 | 4.39 |
| Tap cell | 75 | 2.70 |
| Inverter | 18 | 1.95 |
| Multi-Input combinational cell | 236 | 43.0 |
| Timing Repair Buffer | 11 | 2.95 |
## worst max-delay path by stage
stage / end / slack, ns / from
after global routing: pmic_inst.ld / 4.23 / lb_sw
after CTS: pmic_inst.ld / 4.33 / lb_sw
final: pmic_inst.ld / 4.31 / lb_sw
Power figures rest on the tool's default switching activity, not on a simulated workload.
